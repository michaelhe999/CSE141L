==> design.v <==
module data_memory(
    input logic clk,
    input logic reset,
    input logic mem_read,
    input logic mem_write,
    input logic [7:0] data_a,  
    input logic [7:0] data_b,  
    output logic [7:0] data_out
);
    logic [7:0] mem_core [256];  
    always_ff @(posedge clk)
        if(mem_write) begin
            mem_core[data_a] <= data_b;
        end
    assign data_out = mem_core[data_a];
endmodule
==> run.sh <==
#!/bin/bash
# OpenROAD 26Q1-2900-gdf79404cd8, Yosys 0.63+post, stock flow scripts
make -C /OpenROAD-flow-scripts/flow DESIGN_CONFIG=/design/flow/config.mk WORK_HOME=/design/flow/orfs finish
==> config.mk <==
export PLATFORM = sky130hd
export DESIGN_NAME = data_memory
export DESIGN_NICKNAME = data_memory
export VERILOG_FILES = /design/flow/design.v
export SDC_FILE = /design/flow/constraint.sdc
export NUM_CORES = 4
export LEC_CHECK = 1
export CORE_UTILIZATION = 40
==> constraint.sdc <==
current_design data_memory

set clk_period 29.1
set clk_io_pct 0.2

create_clock -name clk0 -period $clk_period [get_ports {clk}]

set non_clock_inputs [all_inputs -no_clocks]
set_input_delay [expr $clk_period * $clk_io_pct] -clock clk0 $non_clock_inputs
set_output_delay [expr $clk_period * $clk_io_pct] -clock clk0 [all_outputs]
==> metrics.yaml <==
synthesis:
  ys_warn_count: 1
  muxShareOfSynthArea_pct: 14.7
  enable_flop_cells: 2048
  yosys.area.top_type: "sky130_fd_sc_hd__edfxtp_1"
  ys_seq_share_pct: 78.5
  post_synth_num_cell_types: 21
  post-synth-top-count-cell: "sky130_fd_sc_hd__edfxtp_1"
  common_cells: "sky130_fd_sc_hd__edfxtp_1 (2048), sky130_fd_sc_hd__mux4_2 (512), sky130_fd_sc_hd__a22oi_1 (256)"
  adder_share_pct: 0
  ys_area_sq_um: 78300
  flop_cell: "sky130_fd_sc_hd__edfxtp_1"
  ys_cells: 3539
  ys_async_sr_fraction_pct: 0
  yosys.area_share.xor_xnor_pct: 0
  simple_gate_share_pct: 1.74
  syn-mean-instance-area_sq_um: 22.1
  netlist_instances: 3539
  yosys-top-cells-area: "sky130_fd_sc_hd__edfxtp_1 (79%), sky130_fd_sc_hd__mux4_2 (15%), sky130_fd_sc_hd__a22oi_1 (2.5%)"
  aoi_share_pct: 3.63
  synth_top_area_share_pct: 78.5
  netlist_area_sq_um: 78300
  topCombFamilyByArea: "multiplexers"
  synth_flops: 2048
detailed_routing:
  via_per_inst: 5.59
  vias: 36100
  wire_per_inst_um: 28.3
  drc_errors: 0
  drt_pass1_iterations: 5
  first_iter_violations: 2293
  wirelength_um: 183000
  drtAntennaViolNets: 0
status:
  run_status: "finished, final reports clean"
placement:
  placed_cell_area_sq_um: 82000
  port-buffer-count: 25
  pre_cts_ws_ns: 11.27
  gp_routability_congestion: 0.870
  place.detailed.hpwl_um: 106000
clocking:
  clock_sink_count: 2048
  cts_root_buffer: "sky130_fd_sc_hd__clkbuf_16"
  ctsHtreeMaxLevel: 4
  cts_hold_buffers: 0
  numCtsBuffers: 199
  postCtsSetupRepairBufs: 0
  clock_tree.buffer_depth: 3
  clk_pin_slew_ns: 0.06
  tritoncts: "done"
  cts_repair_resize_count: 0
critical_path:
  timing.critical_path.arrival_ns: 11.71
  cpMostUsedCell: "sky130_fd_sc_hd__buf_4"
  cp_top_family: "buffers and inverters"
  critPathMaxStageDelay_ns: 0.82
  worst_setup_path_start_kind: "input port"
  critPathLaunch: "data_a[0]"
  timing.critical_path.cells: "buf_8, buf_4, buf_4, buf_4, buf_4, mux4_2, a22oi_1, a21oi_1, o41ai_1, nand4_1, clkdlybuf4s50_1"
  worst_ep_required_time_ns: 23.28
  timing.critical_path.slowest_stage_cell: "sky130_fd_sc_hd__o41ai_1"
  path_buffers: 6
  critical_path_cell_count: 11
  cp-endpoint: "data_out[6]"
  timing.critical_path.to_type: "primary output"
  crit_path_max_fanout: 50
  criticalPathCategory: "input port to primary output"
power_and_ir_drop:
  vdd_drop_max_uv: 61.0
  swShare_pct: 20.7
  share_seq_of_total_power_pct: 54.4
  static_leakage_nw: 26.5
  power_frac_clock_pct: 41.1
  powerDensity_nw_per_um2: 67.8
  power_consumption_mw: 5.98
  comb_power_share_pct: 4.5
  power.net_switching_mw: 1.24
  cell_internal_pwr_mw: 4.74
final_timing:
  worst_pin_slew_ns: 1.01
  finalHoldViolations: 0
  fin_crit_sh_pct: 60.3
  maximum_achievable_frequency_ghz: 0.0570
  post-route-min-period_ns: 17.53
  final_setup_viols: 0
  rsz0062_at_grt: "false"
  final_max_slew_viol_count: 0
  setup_slack_ns: 11.57
  slew_headroom_pct: 32.7
  finalSetupTns_ns: 0
global_route:
  first_global_vias: 40600
  track_usage_pct: 20.7
  antenna_violations_before_repair: 3
  grt_first_pass_wirelength_um: 269000
  grt_overflow_total: 0
  grt_start_max_net_pins: 129
cells_and_area:
  top_regs: "mem_core (2048)"
  largest_register: "mem_core"
  finalCoreUtilization_pct: 45.3
  syn_to_final_growth_pct: 12.6
  final_layout_size_suffix_gt1_share_pct: 24.7
  flip_flop_count_of_the_largest_register_all_copies_and_words_added: 2048
  stdcell_area_sq_um: 88200
die:
  chipWidth_um: 445
  chip_area_sq_um: 198000
  pin_count: 28
  fp-row-count: 162
  starting_density_of_the_core_pct: 40.2
  fp.coreArea_sq_um: 195000
  die_height_um: 445
flow_run:
  log.warning_count: 34
  maxCapViolations: 0
worst_hold_path:
  hold_start: "data_b[5]"
  holdCritPathClass: "input port to register"
## routing by layer
layer	part of all wire, %	global-route usage [%]	up-vias
met5	0.27	1.78	-
met4	2.7	4.64	17
li1	-	-	15300
met3	15	14.0	272
met2	48	30.3	1802
met1	34	27.0	18700
## cell usage in the layout, fill, tap and decap left out, types with 4 or more instances in the layout
cell / instances
sky130_fd_sc_hd__nand2_1: 28
sky130_fd_sc_hd__nor3_1: 30
sky130_fd_sc_hd__nand4_1: 8
sky130_fd_sc_hd__o41ai_2: 5
sky130_fd_sc_hd__a21oi_1: 128
sky130_fd_sc_hd__nand3_2: 4
sky130_fd_sc_hd__buf_12: 6
sky130_fd_sc_hd__inv_6: 7
sky130_fd_sc_hd__clkbuf_1: 46
sky130_fd_sc_hd__mux4_2: 512
sky130_fd_sc_hd__clkinv_1: 51
sky130_fd_sc_hd__clkbuf_16: 203
sky130_fd_sc_hd__nor2_1: 231
sky130_fd_sc_hd__buf_4: 135
sky130_fd_sc_hd__bufinv_16: 14
sky130_fd_sc_hd__a22oi_1: 256
sky130_fd_sc_hd__o41ai_1: 27
sky130_fd_sc_hd__clkdlybuf4s50_1: 15
sky130_fd_sc_hd__nand2b_1: 4
sky130_fd_sc_hd__clkinvlp_4: 5
sky130_fd_sc_hd__clkinv_2: 35
sky130_fd_sc_hd__nor2b_1: 4
sky130_fd_sc_hd__nand3_1: 9
sky130_fd_sc_hd__buf_8: 10
sky130_fd_sc_hd__edfxtp_1: 2048
## layout make-up
cell class              instances  area [sq um]
fillers                     15900        107000
flip-flops and latches       2048         61500
multi-input cells            1258         15800
clock buffers                 249          5250
well taps                    2624          3280
repair buffers                166          1430
clock inverters               114           926
diodes                          2          5.00
inverters                       1          3.75
## cell families after synthesis
group | after synthesis
flops | 2048
mux | 512
compound gates | 416
simple gates | 330
buf+inv | 233
## stage by stage
step | instances | hold WS, ns
6_report | 6462 | 5.39
5_1_grt | 6461 | 5.37
4_1_cts | 6460 | 5.35
3_5_place_dp | 6097 | 6.24
3_3_place_gp | 6097 | 6.23
2_1_floorplan | 3539 | 5.92
## how the worst min path moves through the flow
stage	end	slack, ns	cells past startpoint
4_1_cts	mem_core[82][5]	5.35	1
5_1_grt	mem_core[83][5]	5.37	1
6_report	mem_core[81][5]	5.39	1
## power by group through the flow
| stage | Sequential [mW] | Combinational (mW) | Clock [mW] |
|---|---|---|---|
| 4_1_cts | 3.25 | 0.274 | 2.51 |
| 5_1_grt | 3.25 | 0.290 | 2.62 |
| 6_report | 3.25 | 0.268 | 2.46 |
No activity file was given, so power comes from the tool's default toggle rates.
