## config.mk

```make
export PLATFORM = sky130hd
export DESIGN_NAME = pc_src_mux
export DESIGN_NICKNAME = pc_src_mux
export VERILOG_FILES = /design/flow/design.v
export SDC_FILE = /design/flow/constraint.sdc
export NUM_CORES = 4
export LEC_CHECK = 1
export CORE_AREA = 10 10 77 77
export DIE_AREA = 0 0 87 87
```

## constraint.sdc

```tcl
current_design pc_src_mux

set clk_period 10.4
set clk_io_pct 0.2

create_clock -name clk0 -period $clk_period

set non_clock_inputs [all_inputs -no_clocks]
set_input_delay [expr $clk_period * $clk_io_pct] -clock clk0 $non_clock_inputs
set_output_delay [expr $clk_period * $clk_io_pct] -clock clk0 [all_outputs]
```

## design.v

```verilog
module pc_src_mux(
    input  logic [31:0] next_pc, 
    input  logic [8:0]  instruction,
    input  logic        branch,
    input  logic        zero,
    output logic [31:0] pc_out
);
    logic signed [8:0] branch_offset;
    always_comb begin
        branch_offset = $signed({instruction[6:0], 2'b00});  
        if (branch & zero) begin
            pc_out = next_pc + branch_offset;
        end else begin
            pc_out = next_pc;
        end
    end
endmodule
```

## run.sh

```bash
#!/bin/bash
# OpenROAD 26Q1-2900-gdf79404cd8, Yosys 0.63+post, stock flow scripts
make -C /OpenROAD-flow-scripts/flow DESIGN_CONFIG=/design/flow/config.mk WORK_HOME=/design/flow/orfs finish
```

==> impl_metrics.json <==
{
  "finalSetupViolations": 0,
  "nFillCells": 461,
  "hp-class": "input pin to output port",
  "gr-usage-all-layers": 0.0774,
  "portBuffers": 69,
  "grt_pass1_wl_um": 4900,
  "ys_cells": 113,
  "wirelength_um": 3060,
  "cts_resized": 0,
  "rsz0062_at_grt": "false",
  "flop-count": 0,
  "wl_per_cell_um": 13.5,
  "ys.warnings.count": 1,
  "grt_pass1_vias": 1019,
  "final.setup.tns_ns": 0,
  "period_minus_slack_ns": 6.76,
  "startpoint_type": "input pin",
  "finalCritPeriodShare": 0.650,
  "p_per_area_nw_per_um2": 38.9,
  "pin_count": 75,
  "syn_to_final_growth_pct": 85.8,
  "path_class": "input pin to output port",
  "dp_hpwl_um": 2710,
  "final_cell_area_um2": 1530,
  "drv_cap": 0,
  "die_w_um": 87,
  "top_area_frac": 0.277,
  "synthTopCellsByArea": "xnor2_1 (28%), ha_1 (11%), nand3_1 (7.3%), nand2_1 (6.8%), nand4_1 (6.8%)",
  "grt_antenna_before_repair": 0,
  "vdd_drop_max_v": 0.0000157,
  "drt_iter0_drc": 17,
  "slew_headroom": 0.734,
  "yosys_area_um2": 822,
  "hold_buffers": 0,
  "syn_avg_cell_area_um2": 7.27,
  "whs_ns": 4.16,
  "top_area_cell": "xnor2_1",
  "yosysUniqueCellTypes": 29,
  "min_from": "next_pc[0]",
  "initCoreUtil": 0.189,
  "synthCells": 113,
  "post_cts_buffers": 0,
  "num_vias": 1007,
  "ant_nets": 0,
  "placed_area_um2": 1530,
  "warning_count": 34,
  "syn_area_um2": 822,
  "layout_setup_ws_ns": 3.64,
  "worstPathRequired_ns": 8.32,
  "arrival_ns": 4.68,
  "rows": 24,
  "routed_via_density": 4.44,
  "n_clock_buffer": 0,
  "p_leak_nw": 0.560,
  "worst_slew_pin_slew_ns": 0.399,
  "dpl_worst_slack_ns": 3.61,
  "fmax_mhz": 148,
  "mostFrequentLayoutCells": "clkdlybuf4s50_1 (69), xnor2_1 (26), nand2_1 (15)",
  "die-area_um2": 7570,
  "finalPower_mw": 0.0594,
  "flop_area_um2": 0,
  "min_to": "pc_out[0]",
  "whs_path_depth": 0,
  "drive_above_1_share": 0.0514,
  "grt_max_degree": 15,
  "dr.pass1.iters": 4,
  "globalplace.congestion": 0.787,
  "hold_violations": 0,
  "seq_area_frac_synth": 0,
  "finalNonFillerCells": 227,
  "core_area_um2": 4350,
  "status": "completed",
  "dp.cells": 227,
  "critPathMaxFanout": 11,
  "die_h_um": 87,
  "route.detailed.drc": 0,
  "slew_viol_final": 0,
  "final_util": 0.351,
  "mostFrequentLayoutCell": "clkdlybuf4s50_1",
  "grt_overflow_total": 0,
  "n_antenna_cell": 0,
  "endpoint_kind": "output port"
}
## critical path, stage by stage
cell	delay (ns)
clkdlybuf4s50_1	0.42
ha_1	0.26
fa_1	0.43
a211oi_1	0.26
o21ai_1	0.13
a21o_2	0.33
nand4_1	0.15
xnor2_1	0.12
clkdlybuf4s50_1	0.49
## power breakdown
part	internal (mW)	switching (mW)
clock network	0	0
logic	0.0376	0.0218
registers	0	0
total	0.0376	0.0218
## per-layer routing
metal  wire length (µm)  vias to the layer above  global-route usage
li1                   -                      542                   -
met1               1400                      430               0.102
met2               1380                       35               0.130
met3                276                        0              0.0208
met4                  0                        0             0.00147
met5                  0                        -                   0
## final cells by class
cell class,count,area (µm²),share of cell area
well taps,52,65.1,0.0426
repair buffers,69,691,0.452
multi-input cells,106,772,0.505
## cell families (layout without fill, tap and decap cells)
family,after synthesis,count (layout),share of synthesized area
compound gates,20,20,0.152
xor+xnor,28,28,0.298
fa+ha+maj,8,8,0.131
buf+inv,7,69,0.0609
simple gates,50,50,0.358
## synthesized netlist by cell type (2+ instances only)
cell type   n
a211oi_1    2
and4_1      2
nand3_1    12
buf_6       2
clkbuf_1    2
buf_4       2
and4_4      2
o211ai_1    2
ha_1        7
a21o_1      3
a21oi_1     4
o21ai_0     5
xor2_1      2
xnor2_1    26
nand4_1     9
nand2_1    15
and3_1      3
o21ai_1     2
## how the worst max path moves through the flow
stage | slack (ns) | depth (start not counted) | startpoint | end
CTS | 3.62 | 9 | next_pc[2] | pc_out[16]
global route | 3.48 | 9 | next_pc[2] | pc_out[18]
finish | 3.64 | 9 | next_pc[2] | pc_out[16]
Power and IR drop assume default switching activity.
