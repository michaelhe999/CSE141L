`design.v`:
```
module instruction_parser(
    input logic [8:0] instruction,  
    output logic [2:0] opcode,  
    output logic [1:0] r_a,  
    output logic [1:0] r_b,  
    output logic [7:0] immediate  
);
    always_comb begin
        opcode = instruction[6:4];
        r_a = instruction[3:2];
        r_b = instruction[1:0];
        immediate = {instruction[6], instruction[6:0]};   
        if (instruction == 9'b000000100) begin  
            opcode = 3'b001;  
            r_a = 2'b00;  
            r_b = 2'b01;  
        end else if (instruction == 9'b000001000) begin  
            opcode = 3'b001;  
            r_a = 2'b00;  
            r_b = 2'b10;  
        end else if (instruction == 9'b000001100) begin  
            opcode = 3'b001;  
            r_a = 2'b00;  
            r_b = 2'b11;  
        end else if (instruction == 9'b000001001) begin  
            opcode = 3'b001;  
            r_a = 2'b01;  
            r_b = 2'b00;  
        end else if (instruction == 9'b000001101) begin  
            opcode = 3'b001;  
            r_a = 2'b01;  
            r_b = 2'b10;  
        end else if (instruction == 9'b000001110) begin  
            opcode = 3'b001;  
            r_a = 2'b01;  
            r_b = 2'b11;  
        end else if (instruction == 9'b000010100) begin  
            opcode = 3'b001;  
            r_a = 2'b10;  
            r_b = 2'b00;  
        end else if (instruction == 9'b000011000) begin  
            opcode = 3'b001;  
            r_a = 2'b10;  
            r_b = 2'b01;  
        end else if (instruction == 9'b000011100) begin  
            opcode = 3'b001;  
            r_a = 2'b10;  
            r_b = 2'b11;  
        end else if (instruction == 9'b000011001) begin  
            opcode = 3'b001;  
            r_a = 2'b11;  
            r_b = 2'b00;  
        end else if (instruction == 9'b000011101) begin  
            opcode = 3'b001;  
            r_a = 2'b11;  
            r_b = 2'b01;  
        end else if (instruction == 9'b000011110) begin  
            opcode = 3'b001;  
            r_a = 2'b11;  
            r_b = 2'b10;  
        end else begin
            opcode = instruction[6:4];  
            r_a = instruction[3:2];  
            r_b = instruction[1:0];  
            immediate = {instruction[6], instruction[6:0]};  
        end
    end
endmodule
```
`run.sh`:
```
#!/bin/bash
# OpenROAD 26Q1-2900-gdf79404cd8, Yosys 0.63+post, stock flow scripts
make -C /OpenROAD-flow-scripts/flow DESIGN_CONFIG=/design/flow/config.mk WORK_HOME=/design/flow/orfs finish
```
`config.mk`:
```
export PLATFORM = sky130hd
export DESIGN_NAME = instruction_parser
export DESIGN_NICKNAME = instruction_parser
export VERILOG_FILES = /design/flow/design.v
export SDC_FILE = /design/flow/constraint.sdc
export NUM_CORES = 4
export LEC_CHECK = 1
export CORE_AREA = 10 10 70 70
export DIE_AREA = 0 0 80 80
```
`constraint.sdc`:
```
current_design instruction_parser

set clk_period 3.1
set clk_io_pct 0.2

create_clock -name clk0 -period $clk_period

set non_clock_inputs [all_inputs -no_clocks]
set_input_delay [expr $clk_period * $clk_io_pct] -clock clk0 $non_clock_inputs
set_output_delay [expr $clk_period * $clk_io_pct] -clock clk0 [all_outputs]
```
==> out/metrics.cfg <==
[grt]
maximum_number_of_pins_on_one_net_before_global_route_repair=11
first_pass_grt_wire_length_microns=1280
grt.total_usage_pct=2.38
initial_antenna_violation_count=0
via_count_of_the_first_global_routing_pass=298
grt-ovfl-total=0

[flow_run]
drv.max_cap_violation_count=0
log.warning_count=33

[power_and_ir_drop]
power_frac_seq_pct=0
swShare_pct=31.4
pwrdens_nw_per_um2=103
max-vdd-ir-drop_v=0.0000261
total_power_uw=48.8
switchingPower_uw=15.3
cellLeakagePower_nw=0.160
internal-power_uw=33.5
share_clk_of_total_power_pct=0
power.share.combinational_pct=100.0

[worst_setup_path]
critical_path.endpoint_type=output pin
crit_family=buffers and inverters
cp_num_buf_inv=2
cpMostUsedCell=sky130_fd_sc_hd__clkdlybuf4s50_1
cp_slowest_stage_delay_ns=0.57
data_required_time_at_the_worst_endpoint_ns=2.48
worst_path_max_delay_cell=sky130_fd_sc_hd__or4_4
cp.depth=6
critical_path.max_fanout=5
crit_path_cell_trace=clkdlybuf4s50_1, or4_4, nor3_2, o21ai_1, o21ai_0, clkdlybuf4s50_1
timing.critical_path.arrival_ns=2.38
timing_worst_setup_path_type=input pin to output pin
critPathLaunchType=input pin

[detailed_routing]
drc_marker_count_from_the_first_detailed_route_iteration=2
routed-via-count=296
route.detailed.vias_per_inst=3.02
ant_nets=0
dr.pass1.iters=2
antenna_diode_count=0
drc_errors=0
wirelength_microns=894
routedWlPerCell_microns=9.12

[cells_and_area]
area_growth_pct=108
design.seq.count=0
lay_top_cells=sky130_fd_sc_hd__clkdlybuf4s50_1 (23), sky130_fd_sc_hd__a21oi_1 (3), sky130_fd_sc_hd__nand2_1 (3)
layout_top_cell=sky130_fd_sc_hd__clkdlybuf4s50_1
final-seq-area_sq_um=0
postLayoutCoreUtil_pct=13.8
layout.cell_area.non_filler_sq_um=472
num-clock-buffers=0
post_route_cells_drive_above_1_share_pct=11.5

[final_timing]
final-hold-violation-count=0
rsz0062_at_grt=true
tightest_slew_ns=0.356
report.final.setup_viol=0
period_used_pct=96.7
peak_freq_mhz=333
slew_violations=0
finalCriticalPeriod_ns=3.00
worst_slew_margin_rel_pct=76.2

[place]
dp_hpwl_microns=765
gpl.final_weighted_congestion=0.748
detailed_place.area_sq_um=467
placement.io_buffers=24

[floorplan]
dieArea_sq_um=6400
die_w_microns=80
core-area_sq_um=3420
fp-row-count=21
die-height_microns=80
floorplan.initialDensity_pct=6.63
io_pins=24

[synth]
synth.cell_area_sq_um=226
synth-warning-count=1
ys_types=20
syn-mean-instance-area_sq_um=6.12
synth_sequential_area_ratio_pct=0
yosys-stat-area_sq_um=226
yosys-stat-cells=37
synthCells=37

[outcome]
run_status=complete, no violations

[clocking]
hold_buffers=0

[worst_hold_path]
hold-path-cell-count=4
hold_path_class=input pin to output pin

## repair_timing
action / CTS / global route
setup buffers: 0 / 0
gates resized: 0 / 2
setup endpoints to repair: 0 / 2
## cells in the mapped netlist
library cell               number  area, sq um
sky130_fd_sc_hd__buf_4          8         60.1
sky130_fd_sc_hd__a21oi_1        3         15.0
sky130_fd_sc_hd__nand2_1        3         11.3
sky130_fd_sc_hd__nor2_1         3         11.3
sky130_fd_sc_hd__clkbuf_1       2         7.51
sky130_fd_sc_hd__nor3_1         2         10.0
sky130_fd_sc_hd__o21ai_0        2         10.0
sky130_fd_sc_hd__o21bai_1       2         15.0
sky130_fd_sc_hd__a21boi_0       1         7.51
sky130_fd_sc_hd__a31oi_1        1         6.26
sky130_fd_sc_hd__buf_2          1         5.00
sky130_fd_sc_hd__inv_1          1         3.75
sky130_fd_sc_hd__maj3_1         1         10.0
sky130_fd_sc_hd__nand2b_1       1         6.26
sky130_fd_sc_hd__nand4b_1       1         8.76
sky130_fd_sc_hd__nor3_2         1         10.0
sky130_fd_sc_hd__nor4_1         1         6.26
sky130_fd_sc_hd__o21ai_1        1         5.00
sky130_fd_sc_hd__or2_2          1         6.26
sky130_fd_sc_hd__or4_4          1         11.3
## layer usage
layer	part of all wire, %	up-vias	GRT usage (%)
met5	0	-	0
met4	0	0	0
met3	20	0	1.59
met2	33	20	3.77
met1	47	125	2.77
li1	-	151	-
## power by group through the flow
stage	sequential [mW]	combinational [mW]	clock, mW
finish	0	0.0488	0
global route	0	0.0544	0
CTS	0	0.0505	0
## metrics by stage
step,setup WS [ns],hold slack [ns],std cells,TNS [ns]
6_report,0.101,2.03,98,0
5_1_grt,-0.0000302,2.12,98,-0.0000302
4_1_cts,0.0375,2.16,98,0
3_5_place_dp,0.0376,2.15,98,0
3_3_place_gp,0.0537,2.14,98,0
2_1_floorplan,1.07,1.28,37,0
## logic make-up (layout without fill, tap and decap cells)
logic type | Yosys count | count (layout) | share of synthesized area [%]
AND/OR/NAND/NOR | 14 | 14 | 35.9
buffers and inverters | 12 | 27 | 33.7
AND-OR/OR-AND | 10 | 10 | 26.0
adder cells (fa/ha/maj) | 1 | 1 | 4.42
## final cells by class
| type | count | area, sq um |
|---|---|---|
| fill | 404 | 2940 |
| timing repair buffer | 26 | 258 |
| multi-input combinational | 25 | 153 |
| tap | 46 | 57.6 |
| inverter | 1 | 3.75 |
## path summary, 6_finish.rpt
check | from | end | slack [ns]
max | instruction[5] | r_a[1] | 0.10
min | instruction[2] | r_a[0] | 2.03
No activity file was given, so power comes from the tool's default toggle rates.
